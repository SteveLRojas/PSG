### ./config.mk
export PLATFORM = sky130hd
export DESIGN_NAME = top_level
export DESIGN_NICKNAME = top_level
export VERILOG_FILES = /design/flow/design.v
export SDC_FILE = /design/flow/constraint.sdc
export NUM_CORES = 4
export LEC_CHECK = 1
export CORE_UTILIZATION = 30
### ./constraint.sdc
current_design top_level

set clk_period 4.8
set clk_io_pct 0.2

create_clock -name clk0 -period $clk_period [get_ports {clk}]

set non_clock_inputs [all_inputs -no_clocks]
set_input_delay [expr $clk_period * $clk_io_pct] -clock clk0 $non_clock_inputs
set_output_delay [expr $clk_period * $clk_io_pct] -clock clk0 [all_outputs]
### ./design.v
module top_level(input wire clk, input wire[7:0] data, input wire[3:0] address, input wire wr, output wire[3:0] ch0_audio, ch1_audio, ch2_audio);
reg[9:0] active_sample0;
reg[9:0] active_sample1;
reg[9:0] active_sample2;
wire[9:0] triangle_sample;
wire[9:0] sawtooth_sample;
wire[9:0] noise_sample;
wire[9:0] ch0_pulse_sample;
wire[9:0] ch1_pulse_sample;
wire[9:0] sine_sample;
wire channel0_clk;
wire channel1_clk;
wire channel2_clk;
reg[7:0] ch0_freq;
reg[7:0] ch0_p_vol;
reg[7:0] ch0_duty;
reg[5:0] ch0_ctrl;
reg[7:0] ch1_freq;
reg[7:0] ch1_p_vol;
reg[7:0] ch1_duty;
reg[4:0] ch1_ctrl;
reg[7:0] ch2_freq;
reg[7:0] ch2_sample;
reg[4:0] ch2_ctrl;
always @(posedge clk)
begin
	if(wr)
	begin
		if(~address[3])
			case(address[2:0])
			3'b000: ch0_freq <= data;
			3'b001: ch0_p_vol <= data;
			3'b010: ch0_duty <= data;
			3'b011: ch0_ctrl <= data[5:0];
			3'b100: ch1_freq <= data;
			3'b101: ch1_p_vol <= data;
			3'b110: ch1_duty <= data;
			3'b111: ch1_ctrl <= data[4:0];
			endcase
		else
			case(address[1:0])
			2'b00: ch2_freq <= data;
			2'b01: ch2_sample <= data;
			2'b10: ch2_ctrl <= data[4:0];
			2'b11: ch2_ctrl <= data[4:0];
			endcase
	end
end
always @(*)
begin
	case(ch0_ctrl[5:4])
	2'b00: active_sample0 = noise_sample;
	2'b01: active_sample0 = triangle_sample;
	2'b10: active_sample0 = noise_sample;
	2'b11: active_sample0 = ch0_pulse_sample;
	endcase
	if(ch1_ctrl[4])
		active_sample1 = sawtooth_sample;
	else
		active_sample1 = ch1_pulse_sample;
	if(ch2_ctrl[4])
		active_sample2 = sine_sample;
	else
		active_sample2 = {ch2_sample, 2'b00};
end
clock_synth csynth0(.clk(clk), .freq(ch0_freq), .channel_clk(channel0_clk));
DAC DAC0_inst(.sample(active_sample0), .clk(clk), .vol(ch0_ctrl[3:0]), .audio(ch0_audio));
triangle_synth tsynth0(.clk(clk), .t_clk(channel0_clk), .triangle(triangle_sample));
pulse_synth psynth0(.duty(ch0_duty), .triangle(triangle_sample[9:2]), .p_vol(ch0_p_vol), .pulse(ch0_pulse_sample));
noise_synth nsynth0(.clk(clk), .noise_clk(channel0_clk), .noise_sample(noise_sample));
clock_synth csynth1(.clk(clk), .freq(ch1_freq), .channel_clk(channel1_clk));
DAC DAC1_inst(.sample(active_sample1), .clk(clk), .vol(ch1_ctrl[3:0]), .audio(ch1_audio));
sawtooth_synth ssynth1(.clk(clk), .s_clk(channel1_clk), .sawtooth(sawtooth_sample));
pulse_synth psynth1(.duty(ch1_duty), .triangle(sawtooth_sample[9:2]), .p_vol(ch1_p_vol), .pulse(ch1_pulse_sample));
clock_synth_low csynth2(.clk(clk), .freq(ch2_freq), .channel_clk(channel2_clk));
DAC DAC2_inst(.sample(active_sample2), .clk(clk), .vol(ch2_ctrl[3:0]), .audio(ch2_audio));
sine_synth isynth2(.clk(clk), .channel_clk(channel2_clk), .sine_sample(sine_sample));
endmodule
module DAC(input wire[9:0]sample, input wire clk, input wire[3:0] vol, output wire[3:0] audio);
reg[9:0] DAC_counter;
reg comp_out;
assign audio = vol & {4{comp_out}};
always @(posedge clk)
begin
	DAC_counter <= DAC_counter + 10'd1;
end
always @(*)
begin
	comp_out = 1'b0;
	if(sample > DAC_counter)
		comp_out = 1'b1;
end
endmodule
module clock_synth(input wire clk, input wire[7:0] freq, output reg channel_clk);
reg[7:0] clk_count;
always @(posedge clk)
begin
	if(clk_count == freq)
	begin
		channel_clk <= 1'b1;
		clk_count <= 8'h0;
	end
	else
	begin
	channel_clk <= 1'b0;
	clk_count <= clk_count + 8'h1;
	end
end
endmodule
module clock_synth_low(input wire clk, input wire[7:0] freq, output reg channel_clk);
reg[9:0] clk_count;
always @(posedge clk)
begin
	if(clk_count[9:2] == freq)
	begin
		channel_clk <= 1'b1;
		clk_count <= 8'h0;
	end
	else
	begin
	channel_clk <= 1'b0;
	clk_count <= clk_count + 8'h1;
	end
end
endmodule
module triangle_synth(input wire clk, input wire t_clk, output reg[9:0] triangle);
reg counter_dir;
always @(posedge clk)
begin
	if(t_clk)
		triangle <= triangle + {{9{counter_dir}}, 1'b1};
	if(triangle == 10'd1023)
		counter_dir <= 1'b1;
	if(triangle == 10'd1)
		counter_dir <= 1'b0;
end
endmodule
module sawtooth_synth(input wire clk, input wire s_clk, output wire[9:0] sawtooth);
reg[10:0] sawtooth_counter;
always @(posedge clk)
begin
	if(s_clk)
		sawtooth_counter <= sawtooth_counter + 11'd1;
end
assign sawtooth = sawtooth_counter[10:1];
endmodule
module pulse_synth(input wire[7:0] duty, input wire[7:0] triangle, input wire[7:0] p_vol, output wire[9:0] pulse);
assign pulse = (duty > triangle) ? {p_vol, 2'b00} : 10'd0;
endmodule
module noise_synth(input wire rst, input wire clk, input wire noise_clk, output reg[9:0] noise_sample);
wire next_bit;
reg[9:0] s_reg;
reg[3:0] cycle_count;
assign next_bit = s_reg[3] ^ s_reg[0];
always @(posedge clk)
begin
	if(noise_clk)
	begin
		s_reg <= {next_bit, s_reg[9:1]};
		if(cycle_count == 4'd9)
		begin
			cycle_count <= 4'h0;
			noise_sample <= s_reg;
		end
		else
			cycle_count <= cycle_count + 4'h1;
	end
end
endmodule
module sine_synth(input wire clk, input wire channel_clk, output wire[9:0] sine_sample);
reg[7:0] triangle;
reg direction;
reg[13:0] integral;
always @(posedge clk)
begin
	if(channel_clk)
	begin
		triangle <= triangle + {{7{direction}}, 1'b1};
		if(triangle == 8'd126)
			direction <= 1'b1;
		if(triangle == 8'h82)
			direction <= 1'b0;
		integral <= integral + {{6{triangle[7]}}, triangle};
	end
end
assign sine_sample = integral[13:4];
endmodule
### ./run.sh
#!/bin/bash
# OpenROAD 26Q1-2900-gdf79404cd8, Yosys 0.63+post, stock flow scripts
make -C /OpenROAD-flow-scripts/flow DESIGN_CONFIG=/design/flow/config.mk WORK_HOME=/design/flow/orfs finish
==> run summary <==
The run has ended; figures from its reports follow.

The total power divided by cell area came out at approximately 360 nW/um^2. Looking at the reg2reg group, the worst path starts from tsynth0.counter_dir$_SDFFE_PN0N_. The overall track demand over capacity in global routing is 11.4%. The endpoint with the worst hold slack is nsynth0.noise_sample[2]$_DFFE_PP_. Sorting the Yosys area breakdown by cell type puts at the top edfxtp_1. The data arrival time of the critical path is 3640 ps. The number of antenna violations at the first check in global routing is 0.

The final total negative setup slack is 0 ps. The clock network latency to the later pin of the worst-skew pair is 510 ps. The period utilization is 95.8%. The worst hold path stage count came out at 0. Endpoints with negative setup slack in the final report add up to 0. Among all flip-flop cells after synthesis, the most frequent one is edfxtp_1. The total via count after detailed routing is ~6.3k. The largest registers in the layout are isynth2.integral: 14 flops, ssynth1.sawtooth_counter: 11 flops.

The number of enable flip-flop cells is 148. For reference, the top cells by area after synthesis are edfxtp_1 (44%), dfxtp_1 (12%), ha_1 (10%). The area overhead of the layout relative to synthesis is 18.2%. According to the dpl log, the detail-placed design has an HPWL of around 13000 microns. In the post-route report, total wirelength is listed as about 19000 microns. STA lists the startpoint of the worst hold path as nsynth0.s_reg[2]$_DFFE_PP_. The count of warnings emitted by yosys is 8. The reported leakage power came out at 4.60 nW. The final tally of max-slew violations came out at 0. The fill cell total of the finished layout is between 3k and 4k. The proportion of synthesized chip area in sequential cells is between 50% and 60%. The routed wirelength normalized by instance count is 13.3 microns.

The stage logs contain a warning count of 26. The initial detailed-routing violation count came out at between 300 and 400. The instance count of the mapped netlist came out at ~860.

The leftover overflow at the end of global routing came out at 0. The y dimension of the die is 186 microns. The total power draw came out at about 4.3 mW. Using the TritonRoute via totals, the vias-per-cell ratio works out to around 4.5.

The length of the first detailed-routing pass in iterations is 4. Counting I/O delays and the setup requirement, the final critical path takes 4600 ps. The area of the multi-input gates came out at 4310 sq um. The area share of the largest cell type after synthesis came out at between 40% and 50%. The highest net fanout along the worst path is 6. The max-cap check violation count is 0.

Routability-driven placement finished with a final weighted congestion of roughly 0.84. The number of global-route vias before repair is 6028. After detailed routing, the number of remaining DRC violations is 0.

The peak clock frequency supported by timing is between 200 and 250 MHz. The standard-cell row count came out at around 67. The die extent in x came out at between 150 and 200 microns. Setup repair after global routing left no endpoint under its margin. The number of storage elements in the synthesis netlist came out at between 200 and 250.

The synth_stat.txt file lists the number of cells as between 800 and 900. The launch point of the critical path was reported as tsynth0.triangle[3]$_DFFE_PP_. Counting every sink on the clock net gives roughly 210. In this run the tightest slew margin relative to its limit is between 50 and 60%. The largest net degree at the start of global routing came out at 26. Summing every instance area after synthesis gives between 10000 and 15000 sq um.

The number of primary I/O pins came out at 26. The fraction of layout instances using a drive strength above 1 came out at approximately a tenth. The starting density of the core is between 30 and 40%. The number of flip-flops in the largest register came out at 14. The endpoint class of the critical path is an output pin. The buffer type at the clock tree root is clkbuf_16. The area of all sequential standard cells came out at 5650 sq um. The antenna diode count came out at 0. The transition time of the tightest slew-check pin is roughly 720 ps. The placeable core area came out at 33400 sq um. The share of flip-flops with an asynchronous set or reset after synthesis is 0%. On the final layout, the worst clock skew is about 20 ps.

The total die size came out at about 35000 sq um. The remaining antenna violation count came out at 0. STA classifies the critical path startpoint as a register. More flip-flops sit in one register than any other, and that register is isynth2.integral.

The number of cells on the worst reg-to-reg path is 6. In this run, CTS created clock tree buffers numbering 23. Per the post-synthesis stats, the area per cell is around 12 sq um. The setup slack on the worst flop-to-flop path is ~2500 ps.

The post-CTS hold buffer count recorded in the log is 0. TritonCTS built the clock tree. The path type of the worst setup path is register to output pin.

The run finished with clean final reports. The global-route wire length before repair came out at ~30000 microns. The clock transition at the registers of the reported paths is roughly 60 ps. The count of H-tree levels built during CTS came out at 1. The total of buffers placed on input and output ports came out at 25. Looking at the reg2reg group, the worst path ends at tsynth0.triangle[7]$_DFFE_PP_.

The final number of hold-violating endpoints came out at 0. Note that the worst hold path type here is register to register. The required time at the worst-slack endpoint came out at 3840 ps.

The distinct cell type count of the synthesized netlist came out at approximately 55. The worst voltage drop across the vdd grid is between 200 and 250 uV. The number of buffers on the longest clock path is 3. The synthesis area per yosys came out at 10200 sq um.
placed cells by master, fill, tap and decap left out, types with 25 or more instances in the layout:
cell | synthesis | final
a21oi_1 | 30 | 26
dfxtp_1 | 60 | 60
edfxtp_1 | 148 | 148
ha_1 | 82 | 77
inv_1 | 83 | 79
nand2_1 | 52 | 52
nand3_1 | 42 | 42
nor2_1 | 63 | 63
xnor2_1 | 79 | 79
xor2_1 | 25 | 25
cells by family (layout without fill, tap and decap cells):
logic type               Yosys count  in the layout  share of synthesized area (%)
AND/OR/NAND/NOR                  241            241                           11.6
AND-OR/OR-AND                    121            121                           8.72
flip-flops                       208            208                           55.5
buffers and inverters             92            173                           3.39
multiplexers                      11             11                           1.19
adder cells (fa/ha/maj)           85             85                           10.7
XOR/XNOR                         104            104                           8.95
through the flow:
stage	setup slack, ps	hold WS (ps)	util, %	area (sq um)	instances
global route	22.4	453	35.9	12000	1391
finish	204	446	35.9	12000	1391
global placement	326	427	32.9	11000	1332
floorplan	976	405	-	10200	862
CTS	34.0	447	35.4	11900	1382
detailed placement	284	432	32.9	11000	1332
repair_timing:
action / 4_1_cts / 5_1_grt
endpoints found under the setup margin: 8 / 8
pin swaps: 13 / 16
buffers inserted: 9 / 9
gates resized: 10 / 22
where the power goes:
part | switching (mW) | leakage, nW | internal [mW]
clock | 0.694 | 0.369 | 1.07
combinational | 0.162 | 2.40 | 0.200
sequential | 0.144 | 1.83 | 2.05
total | 1.00 | 4.60 | 3.33
routing by layer:
metal	up-vias	GRT usage, %	routed length [microns]
met4	0	1.74	326
li1	3253	-	-
met5	-	0	0
met3	25	3.43	1150
met2	106	17.4	8320
met1	2900	17.0	8710
how the worst max path moves through the flow:
stage                           to  slack [ps]  cells after the start
after CTS             ch1_audio[0]          30                     14
final                 ch0_audio[1]         200                     14
after global routing  ch0_audio[1]          20                     15
synthesized netlist by cell type, types with 13 or more instances:
cell type / n
edfxtp_1: 148
inv_1: 83
ha_1: 82
xnor2_1: 79
nor2_1: 63
dfxtp_1: 60
nand2_1: 52
nand3_1: 42
a21oi_1: 30
xor2_1: 25
nand4_1: 16
a21o_1: 15
nor3_1: 15
and3_1: 13
worst max-delay path: stages (launching register included):
cell	delay [ps]
edfxtp_1	410
inv_2	100
ha_4	200
nor2b_1	120
o21a_1	170
o21a_1	160
o31a_1	310
buf_4	160
a41o_1	240
ha_1	300
nand4_1	160
o221ai_2	140
a221oi_4	350
nor2_1	60
dlygate4sd2_1	240
cell type report:
| cell class | count | area share, % |
|---|---|---|
| multi-input combinational | 562 | 35.8 |
| clock buffer | 29 | 5.14 |
| inverter | 83 | 2.59 |
| timing repair buffer | 49 | 3.66 |
| clock inverter | 12 | 1.18 |
| tap | 448 | 4.66 |
| sequential | 208 | 47.0 |
Power figures rest on the tool's default switching activity, not on a simulated workload.
